[./run.sh]
#!/bin/bash
# OpenROAD 26Q1-2900-gdf79404cd8, Yosys 0.63+post, stock flow scripts
make -C /OpenROAD-flow-scripts/flow DESIGN_CONFIG=/design/flow/config.mk WORK_HOME=/design/flow/orfs finish
[./config.mk]
export PLATFORM = sky130hd
export DESIGN_NAME = clkd
export DESIGN_NICKNAME = clkd
export VERILOG_FILES = /design/flow/design.v
export SDC_FILE = /design/flow/constraint.sdc
export NUM_CORES = 4
export LEC_CHECK = 1
export CORE_AREA = 10 10 93 93
export DIE_AREA = 0 0 103 103
[./constraint.sdc]
current_design clkd

set clk_period 4.6
set clk_io_pct 0.2

create_clock -name clk0 -period $clk_period [get_ports {clk}]

set non_clock_inputs [all_inputs -no_clocks]
set_input_delay [expr $clk_period * $clk_io_pct] -clock clk0 $non_clock_inputs
set_output_delay [expr $clk_period * $clk_io_pct] -clock clk0 [all_outputs]
[./design.v]
`timescale 1ns / 1ps
module clkd(
    input clk,
    output reg clkout
    );
     reg [25:0] count;
    always@(negedge clk)
    begin
    count <= count+1;
    if (count == 50000000)
    begin
    clkout <= ~clkout;
    count <= 0;
    end 
    end
endmodule
==> flow_summary.toml <==
# physical design summary
[floorplanning]
die_height_um = 103
rows = 30
fp-utilization_pct = 17.6
fp.coreArea_mm2 = 0.00676
die_area_mm2 = 0.0106
die_w_um = 103
ioPinCount = 2

[route]
drtIter0Drc = 46
ant_nets = 0
antenna_cells = 0
firstDrtPassIters = 4
drc = 0
vias = 948
wire_per_inst_um = 8.94
viasPerCell = 3.97
totalWireLength_um = 2140

[timing]
setup_viol_count_final = 0
drv_slew = 0
relSlewSlack_pct = 55.5
fin_tns_setup_ps = 0
hold_ws_ps = 465
finClkSkew_ps = 13.9
final_hold_viol_count = 0
worstMarginPinSlew_ps = 663
rsz0062_at_grt = "false"

[setup_path]
worstPathCellList = "clkdlybuf4s50_1"
startpoint = "clkout"
cp_data_arrival_time_ps = 3420
max_stage_delay_ps = 460
cpLargestDelayFamily = "buffers and inverters"
required_ps = 3680
end_kind = "output pin"
critPathBufInv = 1
startpoint_type = "register"
cp_max_fo = 2
worst_path_max_delay_cell = "clkdlybuf4s50_1"
timing.rr.start = "count[9]"
critical_path_class = "reg2out"

[clock_network]
cts.sinks = 27
tritoncts = "built"
clk_pin_slew_worst_paths_ps = 40
cts_buffers = 3
clock_latency_ps = 340
postCtsSetupBuffers = 0
cts.hold.buffers_added = 0
cts_resized = 0
htreeDepth = 1
cts_buffer_depth = 2
clockRootBuffer = "clkbuf_8"

[pwr]
switching_share_pct = 27.9
p_leak_nw = 0.589
clkPwrFrac_pct = 47.8
pwr-share-seq_pct = 52.2
p_comb_share_pct = 0
peakVddDrop_v = 0.000126
switching_power_w = 0.000126
intPower_w = 0.000327
power.total_w = 0.000454
p_per_area_mw_per_mm2 = 315

[synth]
simple_gate_share_pct = 31.9
synth.area.mux_share_pct = 0.839
synth.distinct_cells = 27
ys_cells = 129
yosysTopAreaCell = "dfxtp_1"
syn_inst = 129
syn_avg_cell_area_um2 = 9.24
synth_seq_share_pct = 46.2
ys_area_mm2 = 0.00119
xor_share_pct = 12.5
ys_ff = 27
synth_area_mm2 = 0.00119
yosysWarnings = 1
top_area_share_pct = 43.7
synthTopCellsByArea = "dfxtp_1 (44%), xnor2_1 (7.3%), nand3_1 (5.9%), xor2_1 (5.1%), nor2_1 (3.8%)"
ys_sh_aoi_pct = 4.20
synthTopLogicFamily = "simple AND/OR/NAND/NOR gates"
fa_ha_area_share_pct = 2.10

[grt]
antenna_found_initial = 0
grt_remaining_overflow = 0
grt_max_degree = 15
grt_first_pass_wirelength_um = 3820
track_usage_pct = 4.34
grt_pass1_vias = 939

[cells_and_area]
fillCellCount = 739
finalInstanceArea_mm2 = 0.00144
lay_top_cells = "inv_1 (31), dfxtp_1 (26), nand3_1 (14)"
final_cells = 239
lay_top_count = "inv_1"
area_delta_synth_final_pct = 20.8
final_layout_size_suffix_gt1_share_pct = 5.03

[min_path]
worstHoldStart = "count[23]"
worstHoldPathType = "reg2reg"

[run]
maxCapViolations = 0
tool_warnings = 53

[placed_design]
dp.final_hpwl_um = 1520
place_inst = 209
gp_congestion = 0.820
portBuffers = 1
postPlaceCellArea_mm2 = 0.00130

[outcome]
status = "complete, no violations"
final cells by class:
cell class | count | area, µm² | share of cell area, %
multi-input combinational | 96 | 614 | 42.7
sequential | 27 | 551 | 38.2
clock inverter | 28 | 105 | 7.30
tap | 80 | 100 | 6.95
clock buffer | 3 | 41.3 | 2.87
timing repair buffer | 2 | 17.5 | 1.22
inverter | 3 | 11.3 | 0.782
metrics by stage:
| step | worst slack, ps | utilization (%) |
|---|---|---|
| final | 255 | 21.3 |
| after global routing | 209 | 21.3 |
| after CTS | 228 | 21.3 |
| after detailed placement | 595 | 19.2 |
| after global placement | 595 | 19.2 |
| after floorplan | 1050 | - |
power groups by stage:
| stage | Clock [W] | Sequential [W] | Combinational (W) |
|---|---|---|---|
| CTS | 0.000234 | 0.000236 | 0.000000000197 |
| finish | 0.000217 | 0.000237 | 0.000000000197 |
| global route | 0.000260 | 0.000236 | 0.000000000197 |
sequential cells by signal, indices dropped and copies added, names as in the netlist:
name / flops
count: 26
clkout: 1
routing by layer:
| metal | part of all wire (%) | track usage [%] |
|---|---|---|
| met1 | 55 | 5.95 |
| met2 | 39 | 5.31 |
| met3 | 5.2 | 2.37 |
| met4 | 0 | 2.14 |
| met5 | 0 | 0 |
path summary, 6_finish.rpt:
check	to	depth (start not counted)	slack, ps
setup reg to reg	count[15]	5	2540
hold reg to reg	count[23]	1	460
setup / recovery	clkout	1	260
hold / removal	count[23]	1	460
cells by family after synthesis:
group / after synthesis
AOI/OAI and AO/OA: 9
xor gates and xnor gates: 17
adders and majority gates: 2
buffers and inverters: 6
DFF: 27
muxes: 1
and+or+nand+nor: 67
synthesized netlist by cell type (all sizes together):
library cell and n:
edfxtp 1, nand3 14, o211ai 1, nor4bb 1
inv 4, nand4 6, nor3 4, and4 4
buf 2, o21ai 5, o31ai 1, dfxtp 26
mux2i 1, ha 2, xnor2 10, a21oi 2
nor2 12, and3 7, nand3b 2, or3 2
xor2 7, nor4b 3, nand2 11, nor2b 1
No activity file was given, so power comes from the tool's default toggle rates.
